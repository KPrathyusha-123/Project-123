$ cat /design/flow/design.v
`timescale 1ns / 1ps
module Approximate_Multiplier( A , B , Trunc0 , Trunc1 , Trunc2 , Trunc3 , Product );
input [7:0] A , B  ;
input Trunc0 , Trunc1 , Trunc2  , Trunc3 ;
output [15:0] Product ;
pp_generation pp1( .Trunc0(Trunc0) , .B0(B[0]) , .A0(A[0]) , .A1(A[1]) , .PPD00(P00) , .PPD01(P01) ) ;
pp_generation pp2( .Trunc0(Trunc0) , .B0(B[1]) , .A0(A[0]) , .A1(A[1]) , .PPD00(P10) , .PPD01(P11) ) ;
pp_generation pp3( .Trunc0(Trunc0) , .B0(B[2]) , .A0(A[0]) , .A1(A[1]) , .PPD00(P20) , .PPD01(P21) ) ;
pp_generation pp4( .Trunc0(Trunc0) , .B0(B[0]) , .A0(A[2]) , .A1(A[3]) , .PPD00(P02) , .PPD01(P03) ) ;
ppg  pp01( .Trunc(Trunc0) , .B(B[2]) , .A(A[1]) , .PPD(P12) ) ;
ppg  pp01a( .Trunc(Trunc0) , .B(B[3]) , .A(A[0]) , .PPD(P30) ) ;
pp_generation pp5( .Trunc0(Trunc1) , .B0(B[4]) , .A0(A[0]) , .A1(A[1]) , .PPD00(P40) , .PPD01(P41) ) ;
pp_generation pp6( .Trunc0(Trunc1) , .B0(B[5]) , .A0(A[0]) , .A1(A[1]) , .PPD00(P50) , .PPD01(P51) ) ;
pp_generation pp7( .Trunc0(Trunc1) , .B0(B[6]) , .A0(A[0]) , .A1(A[1]) , .PPD00(P60) , .PPD01(P61) ) ;
pp_generation pp8( .Trunc0(Trunc1) , .B0(B[3]) , .A0(A[1]) , .A1(A[2]) , .PPD00(P31) , .PPD01(P32) ) ;
pp_generation pp9( .Trunc0(Trunc1) , .B0(B[2]) , .A0(A[2]) , .A1(A[3]) , .PPD00(P22) , .PPD01(P23) ) ;
pp_generation pp10( .Trunc0(Trunc1) , .B0(B[4]) , .A0(A[2]) , .A1(A[3]) , .PPD00(P42) , .PPD01(P43) ) ;
pp_generation pp11( .Trunc0(Trunc1) , .B0(B[1]) , .A0(A[3]) , .A1(A[4]) , .PPD00(P13) , .PPD01(P14) ) ;
pp_generation pp12( .Trunc0(Trunc1) , .B0(B[3]) , .A0(A[3]) , .A1(A[4]) , .PPD00(P33) , .PPD01(P34) ) ;
pp_generation pp13( .Trunc0(Trunc1) , .B0(B[0]) , .A0(A[4]) , .A1(A[5]) , .PPD00(P04) , .PPD01(P05) ) ;
pp_generation pp14( .Trunc0(Trunc1) , .B0(B[2]) , .A0(A[4]) , .A1(A[5]) , .PPD00(P24) , .PPD01(P25) ) ;
pp_generation pp15( .Trunc0(Trunc1) , .B0(B[1]) , .A0(A[5]) , .A1(A[6]) , .PPD00(P15) , .PPD01(P16) ) ;
pp_generation pp16( .Trunc0(Trunc1) , .B0(B[0]) , .A0(A[6]) , .A1(A[7]) , .PPD00(P06) , .PPD01(P07) ) ;
ppg  pp02( .Trunc(Trunc1) , .B(B[7]) , .A(A[0]) , .PPD(P70) ) ;
ppg  pp03( .Trunc(Trunc1) , .B(B[5]) , .A(A[2]) , .PPD(P52) ) ;
pp_generation pp17( .Trunc0(Trunc2) , .B0(B[7]) , .A0(A[1]) , .A1(A[2]) , .PPD00(P71) , .PPD01(P72) ) ;
pp_generation pp18( .Trunc0(Trunc2) , .B0(B[6]) , .A0(A[2]) , .A1(A[3]) , .PPD00(P62) , .PPD01(P63) ) ;
pp_generation pp19( .Trunc0(Trunc2) , .B0(B[5]) , .A0(A[3]) , .A1(A[4]) , .PPD00(P53) , .PPD01(P54) ) ;
pp_generation pp20( .Trunc0(Trunc2) , .B0(B[7]) , .A0(A[3]) , .A1(A[4]) , .PPD00(P73) , .PPD01(P74) ) ;
pp_generation pp21( .Trunc0(Trunc2) , .B0(B[4]) , .A0(A[4]) , .A1(A[5]) , .PPD00(P44) , .PPD01(P45) ) ;
pp_generation pp22( .Trunc0(Trunc2) , .B0(B[6]) , .A0(A[4]) , .A1(A[5]) , .PPD00(P64) , .PPD01(P65) ) ;
pp_generation pp23( .Trunc0(Trunc2) , .B0(B[3]) , .A0(A[5]) , .A1(A[6]) , .PPD00(P35) , .PPD01(P36) ) ;
pp_generation pp24( .Trunc0(Trunc2) , .B0(B[5]) , .A0(A[5]) , .A1(A[6]) , .PPD00(P55) , .PPD01(P56) ) ;
pp_generation pp25( .Trunc0(Trunc2) , .B0(B[2]) , .A0(A[6]) , .A1(A[7]) , .PPD00(P26) , .PPD01(P27) ) ;
pp_generation pp26( .Trunc0(Trunc2) , .B0(B[4]) , .A0(A[6]) , .A1(A[7]) , .PPD00(P46) , .PPD01(P47) ) ;
ppg  pp04( .Trunc(Trunc2) , .B(B[1]) , .A(A[7]) , .PPD(P17) ) ;
ppg  pp05( .Trunc(Trunc2) , .B(B[3]) , .A(A[7]) , .PPD(P37) ) ;
pp_generation pp27( .Trunc0(Trunc3) , .B0(B[7]) , .A0(A[5]) , .A1(A[6]) , .PPD00(P75) , .PPD01(P76) ) ;
pp_generation pp28( .Trunc0(Trunc3) , .B0(B[6]) , .A0(A[6]) , .A1(A[7]) , .PPD00(P66) , .PPD01(P67) ) ;
ppg  pp06( .Trunc(Trunc3) , .B(B[5]) , .A(A[7]) , .PPD(P57) ) ;
ppg  pp07( .Trunc(Trunc3) , .B(B[7]) , .A(A[7]) , .PPD(P77) ) ;
half_adder ha1 ( .a(P10) , .b(P01) , .sum(hs1) , .carry(hc1) ) ;
full_adder fa1( .a(P20) , .b(P11) , .c(P02) , .sum(fs1) , .carry(fc1) ) ;
apx4to2compressor apx1( .x1(P30) , .x2(P21) , .x3(P12) , .x4(P03) , .sum(as1) , .carry(ac1) ) ;
apx4to2compressor apx2( .x1(P40) , .x2(P31) , .x3(P22) , .x4(P13) , .sum(as2) , .carry(ac2) ) ;
apx4to2compressor apx3( .x1(P50) , .x2(P41) , .x3(P32) , .x4(P23) , .sum(as3) , .carry(ac3) ) ;
apx4to2compressor apx4( .x1(P60) , .x2(P51) , .x3(P42) , .x4(P33) , .sum(as4) , .carry(ac4) ) ;
EDC_compressor edc1( .A1(P70), .A2(P61),.A3(P52),.A4(P43),.SUM(es1),.CARRY(ec1) ) ;
half_adder ha2 ( .a(P14) , .b(P05) , .sum(hs2) , .carry(hc2) ) ;
full_adder fa2 ( .a(P24) , .b(P15) , .c(P06) , .sum(fs2) , .carry(fc2) ) ;
EDC_compressor edc2( .A1(P34), .A2(P25),.A3(P16),.A4(P07),.SUM(es2),.CARRY(ec2) ) ;
full_adder fa3 ( .a(P71) , .b(P62) , .c(P53) , .sum(fs3) , .carry(fc3) ) ;
half_adder ha3 ( .a(P72) , .b(P63) , .sum(hs3) , .carry(hc3) ) ;
exact_compressor cp1 ( .x1(P44) , .x2(P35) , .x3(P26) , .x4(P17) , .ci(1'b0) , .co(co1) , .carry(ca1) , .sum(cs1) ) ;
exact_compressor cp2 ( .x1(P54) , .x2(P45) , .x3(P36) , .x4(P27) , .ci(co1) , .co(co2) , .carry(ca2) , .sum(cs2) ) ;
exact_compressor cp3 ( .x1(P64) , .x2(P55) , .x3(P46) , .x4(P37) , .ci(co2) , .co(co3) , .carry(ca3) , .sum(cs3) ) ;
exact_compressor cp4 ( .x1(P74) , .x2(P65) , .x3(P56) , .x4(P47) , .ci(co3) , .co(co4) , .carry(ca4) , .sum(cs4) ) ;
exact_compressor cp5( .x1(P75) , .x2(P66) , .x3(P57) , .x4(1'b0) , .ci(co4) , .co(co5) , .carry(ca5) , .sum(cs5) ) ;
full_adder fa4 ( .a(P76) , .b(P67) , .c(co5) , .sum(fs4) , .carry(fc4) ) ;
assign r1 = fs1 | hc1 ;
assign r2 = as1 | fc1 ;
full_adder fa5 ( .a(as2) , .b(ac1) , .c(P04) , .sum(fs5) , .carry(fc5) ) ;
full_adder fa6 ( .a(as3) , .b(ac2) , .c(hs2) , .sum(fs6) , .carry(fc6) ) ;
apx4to2compressor apx5( .x1(as4) , .x2(ac3) , .x3(fs2) , .x4(hc2) , .sum(as5) , .carry(ac5) ) ;
apx4to2compressor apx6( .x1(es1) , .x2(ac4) , .x3(es2) , .x4(fc2) , .sum(as6) , .carry(ac6) ) ;
exact_compressor cp6( .x1(fs3) , .x2(ec1) , .x3(cs1) , .x4(ec2) , .ci(ec1&ec2) , .co(co6) , .carry(ca6) , .sum(cs6) ) ;
exact_compressor cp7( .x1(hs3) , .x2(fc3) , .x3(cs2) , .x4(ca1) , .ci(co6) , .co(co7) , .carry(ca7) , .sum(cs7) ) ;
exact_compressor cp8( .x1(P73) , .x2(hc3) , .x3(cs3) , .x4(ca2) , .ci(co7) , .co(co8) , .carry(ca8) , .sum(cs8) ) ;
full_adder fa7 ( .a(cs4) , .b(ca3) , .c(co8) , .sum(fs7) , .carry(fc7) ) ;
full_adder fa8 ( .a(cs5) , .b(ca4) , .c(fc7) , .sum(fs8) , .carry(fc8) ) ;
full_adder fa9 ( .a(fs4) , .b(ca5) , .c(fc8) , .sum(fs9) , .carry(fc9) ) ;
full_adder fa10 ( .a(P77) , .b(fc4) , .c(fc9) , .sum(fs10) , .carry(fc10) ) ;
assign Product[4:0] =  { fs5 , r2 , r1 , hs1 , P00 } ;
half_adder ha4 ( .a(fs6) , .b(fc5) , .sum(Product[5]) , .carry(hc4) ) ;
full_adder fa11 ( .a(as5) , .b(fc6) , .c(hc4) , .sum(Product[6]) , .carry(fc11) ) ;
full_adder fa12 ( .a(as6) , .b(ac5) , .c(fc11) , .sum(Product[7]) , .carry(fc12) ) ;
full_adder fa13 ( .a(cs6) , .b(ac6) , .c(fc12) , .sum(Product[8]) , .carry(fc13) ) ;
full_adder fa14 ( .a(cs7) , .b(ca6) , .c(fc13) , .sum(Product[9]) , .carry(fc14) ) ;
full_adder fa15 ( .a(cs8) , .b(ca7) , .c(fc14) , .sum(Product[10]) , .carry(fc15) ) ;
full_adder fa16 ( .a(fs7) , .b(ca8) , .c(fc15) , .sum(Product[11]) , .carry(fc16) ) ;
half_adder ha5 ( .a(fs8) , .b(fc16) , .sum(Product[12]) , .carry(hc5) ) ;
half_adder ha6 ( .a(fs9) , .b(hc5) , .sum(Product[13]) , .carry(hc6) ) ;
half_adder ha7 ( .a(fs10) , .b(hc6) , .sum(Product[14]) , .carry(hc7) ) ;
assign Product[15] = fc10 | hc7 ;
endmodule
module pp_generation ( Trunc0 , B0 , A0 , A1 , PPD00 , PPD01 ) ;
input Trunc0 , B0 , A0 , A1  ;
output  PPD00 , PPD01 ;
wire T , w1 ;
not g0( w1 , Trunc0 ) ;
and g1( T , B0 , w1  ) ;
and g2( PPD00 , A0 , T ) ;
and g3( PPD01 , A1 , T ) ;
endmodule 
module ppg ( Trunc , B , A , PPD ) ;
input Trunc , B , A  ;
output  PPD ;
wire w1 , w2 ;
not g0( w2 , Trunc ) ;
and g1( w1 , B , w2 ) ;
and g2( PPD , w1 , A ) ;
endmodule
module apx4to2compressor( x1 , x2 , x3 , x4 , sum , carry ) ;
input x1 , x2 , x3 , x4  ;
output  sum , carry ;
assign w1 = x1 & x2 ;
assign w2 = x1 | x2 ;
assign w3 = x3 & x4 ;
assign w4 = x3 | x4 ;
assign w5 = w1 | w3 ;
assign w6 = w2 & w4 ;
assign sum = w2 ^ w4 ^ w5 ;
assign carry = w5 | w6 ;
endmodule
module full_adder ( a , b , c , sum , carry ) ;
input a , b , c ;
output sum , carry ;
assign sum = a ^ b ^ c ;
assign carry = ( a & b ) | ( b & c ) | ( a & c )  ;
endmodule
module half_adder ( a , b , sum , carry ) ;
input a , b  ;
output sum , carry ;
assign sum = a ^ b  ;
assign carry =  a & b  ;
endmodule
module EDC_compressor( A1,A2,A3,A4,SUM,CARRY ) ;
input A1,A2,A3,A4 ;
output SUM,CARRY ;
wire w1 , w2 , w3 ;
assign w1 = A1 ^ A2 ;
assign w2 = A3 & A4 ;
assign w3 = A3 | A4 ;
assign SUM = w1 ? w2 : w3 ;
assign CARRY =  A1 | A2  ;
endmodule 
module exact_compressor ( x1 , x2 , x3 , x4 , ci , co , carry , sum ) ;
input x1 , x2 , x3 , x4 , ci  ;
output  co , carry , sum ;
wire s1 ;
full_adder  fa1( .a(x1) , .b(x2) , .c(x3) , .sum(s1) , .carry(co) ) ;
full_adder  fa2( .a(s1) , .b(x4) , .c(ci) , .sum(sum) , .carry(carry) ) ;
endmodule
`timescale 1ns / 1ps
module MAC( clk ,rst, Trunc0 , Trunc1 , Trunc2 , Trunc3, A ,B, Mac_out );
input clk ,rst ;
input Trunc0 , Trunc1 , Trunc2 , Trunc3 ;
input [7:0] A ,B ;
output [15:0] Mac_out ;
wire [15 :0] Product , Add_out ;
Approximate_Multiplier inst1( .A(A) , .B(B) , .Trunc0(Trunc0) , .Trunc1(Trunc1) , .Trunc2(Trunc2) , .Trunc3(Trunc3) , .Product(Product) );
RCA inst2( .A(Product),.B(Mac_out),.Cin(1'b0),.Sum(Add_out),.Carry(go)) ;
Register inst3( .clk(clk) ,.rst(rst) , .Din(Add_out) ,.Dout(Mac_out) ) ;
endmodule
module RCA(A,B,Cin,Sum,Carry) ;
input [15:0] A,B ;
input Cin ;
output [15:0] Sum ;
output Carry ;
full_adder fa1( .a(A[0]) , .b(B[0]) , .c(Cin) , .sum(Sum[0]) , .carry(c1) ) ;
full_adder fa2( .a(A[1]) , .b(B[1]) , .c(c1) , .sum(Sum[1]) , .carry(c2) ) ;
full_adder fa3( .a(A[2]) , .b(B[2]) , .c(c2) , .sum(Sum[2]) , .carry(c3) ) ;
full_adder fa4( .a(A[3]) , .b(B[3]) , .c(c3) , .sum(Sum[3]) , .carry(c4) ) ;
full_adder fa5( .a(A[4]) , .b(B[4]) , .c(c4) , .sum(Sum[4]) , .carry(c5) ) ;
full_adder fa6( .a(A[5]) , .b(B[5]) , .c(c5) , .sum(Sum[5]) , .carry(c6) ) ;
full_adder fa7( .a(A[6]) , .b(B[6]) , .c(c6) , .sum(Sum[6]) , .carry(c7) ) ;
full_adder fa8( .a(A[7]) , .b(B[7]) , .c(c7) , .sum(Sum[7]) , .carry(c8) ) ;
full_adder fa9( .a(A[8]) , .b(B[8]) , .c(c8) , .sum(Sum[8]) , .carry(c9) ) ;
full_adder fa10( .a(A[9]) , .b(B[9]) , .c(c9) , .sum(Sum[9]) , .carry(c10) ) ;
full_adder fa11( .a(A[10]) , .b(B[10]) , .c(c10) , .sum(Sum[10]) , .carry(c11) ) ;
full_adder fa12( .a(A[11]) , .b(B[11]) , .c(c11) , .sum(Sum[11]) , .carry(c12) ) ;
full_adder fa13( .a(A[12]) , .b(B[12]) , .c(c12) , .sum(Sum[12]) , .carry(c13) ) ;
full_adder fa14( .a(A[13]) , .b(B[13]) , .c(c13) , .sum(Sum[13]) , .carry(c14) ) ;
full_adder fa15( .a(A[14]) , .b(B[14]) , .c(c14) , .sum(Sum[14]) , .carry(c15) ) ;
full_adder fa16( .a(A[15]) , .b(B[15]) , .c(c15) , .sum(Sum[15]) , .carry(Carry) ) ;
endmodule 
module Register( clk ,rst , Din ,Dout ) ;
input clk ,rst  ;
input [15:0] Din  ;
output reg[15:0] Dout  ;
always @(posedge clk or posedge rst)
begin
	if(rst) Dout <= 0 ;
	else Dout <= Din ;
end
endmodule 
$ cat /design/flow/run.sh
#!/bin/bash
# OpenROAD 26Q1-2900-gdf79404cd8, Yosys 0.63+post, stock flow scripts
make -C /OpenROAD-flow-scripts/flow DESIGN_CONFIG=/design/flow/config.mk WORK_HOME=/design/flow/orfs finish
$ cat /design/flow/config.mk
export PLATFORM = sky130hd
export DESIGN_NAME = MAC
export DESIGN_NICKNAME = MAC
export VERILOG_FILES = /design/flow/design.v
export SDC_FILE = /design/flow/constraint.sdc
export NUM_CORES = 4
export LEC_CHECK = 1
export CORE_UTILIZATION = 30
$ cat /design/flow/constraint.sdc
current_design MAC

set clk_period 8.0
set clk_io_pct 0.2

create_clock -name clk0 -period $clk_period [get_ports {clk}]

set non_clock_inputs [all_inputs -no_clocks]
set_input_delay [expr $clk_period * $clk_io_pct] -clock clk0 $non_clock_inputs
set_output_delay [expr $clk_period * $clk_io_pct] -clock clk0 [all_outputs]
==> results.txt <==
run metrics: GRT Total Usage=between 10% and 20%, Fin Hold WS=a little under 0.5 ns, Pre-antenna DRT Iters=4, CTS tree=yes, Clk pin slew, worst setup/hold paths=about 0.06 ns, root buffer cell=clkbuf_8, most used cell along the critical path=fa_2, Cell Int Power=between 0.4 and 0.5 mW, clk buf depth=2, comb. cell area=~0.0020 mm², R2R Setup Slk=about 2.5 ns, fmax=about 0.13 GHz, # Cells Yosys=between 200 and 300, wire per inst=11.7 µm, chip height=just under 100 µm, FILL cells=between 800 and 900, reg2reg end=inst3.Dout[15]$_DFF_PP0_, Synth flops=16, run status=finished clean, synthesis-to-finish area growth=28.8%, final hold vios=0, Net Sw Frac=a little over a third, Final min period=7.76 ns, Hold Path Stages=1, Seq pwr share=around a quarter, Max Cap Violations=0, layout cell share with drive strength beyond 1=approximately 23%, Slew HR=58.4%, biggest regs=inst3.Dout: 16 flops, fin. max-slew vios=0, crit path DAT=7.89 ns, Port Buffer Count=37, Combinational Power Share=between 60% and 70%, Slew @ Worst Pin=about 0.62 ns, DR vias/cell=about 4.3, Clk pwr share=between 10% and 20%, gpl congestion=between 0.8 and 0.9, CP max stage delay=0.53 ns, synthesized area per cell=between 9 and 10 µm², post-CTS setup repair buffer count=0, Pwr Density=189 mW/mm², full die area=about 0.0094 mm², Hold Path Class=reg2reg, final worst-path cycle share=a little over nine tenths, IO Count=38, Top FF cell, synth=dfrtp_1, die width=roughly 97 µm, Routed Antenna Nets=0, cell count after synthesis=approximately 290, synth warn=~170, Reg with most FFs=inst3.Dout, P_leak=about 1.7 nW, GR Overflow Total=0, switching power=about 0.24 mW, ys async rst share=100%, Cell Chain, Critical Path=clkdlybuf4s50_1, buf_4, nand4b_1, o22a_2, xnor2_1, or2_1, ha_4, or3_1, mux2i_1, a211o_1, fa_1, fa_2, fa_2, fa_2, fa_2, fa_2, fa_2, fa_2, fa_2, fa_2, xnor2_2, xnor2_1, ANT cells=0, clk ins delay skew pair=between 0.2 and 0.25 ns, area reported by Yosys stat=between 0.002 and 0.003 mm², Sink Count=16, largest net degree at the start of global routing=17, Core Box Area=between 0.008 and 0.009 mm², routed via count=1945, Detailed Route Iter0 Violations=~48, Register Area=around 400 µm², reg2reg path depth=18, slowest cell on the critical path=clkdlybuf4s50_1, sequential fraction of the synthesis area=about 15%, initial antenna violation count=0, tool warnings=25, clock skew=between 0.001 and 0.0015 ns, H-tree levels=1, synthesized area=0.00272 mm², final setup fails=0, global-route wire length before repair=roughly 9.2 mm, Floorplan Utilization=between 30% and 40%, CP required=roughly 8.1 ns, Yosys cell types=44, Post-Route WL=approximately 5.3 mm, cts hold-fix bufs=0, site row count=34, critical path type=in2reg, CTS buffer count=3, DRC=0, critical hold path startpoint=inst3.Dout[0]$_DFF_PP0_, total power after layout=roughly 0.66 mW, Hold Crit Endpoint=inst3.Dout[0]$_DFF_PP0_, worst reg2reg startpoint=inst3.Dout[0]$_DFF_PP0_, vias in the first global route=1943, Crit. End Element=flip-flop, Worst Path Max Fanout=6, Post-synth EDFFs=0, Peak VDD IR=approximately 0.000067 V, max reg flops=16, CP startpoint kind=primary input, detailed placement HPWL=between 4 and 5 mm
==> what timing repair did <==
action                                  in CTS  in global routing
resized                                     13                 12
endpoints found under the setup margin       2                  2
pin swaps                                    5                 11
==> layout make-up <==
type | instances | share of cell area, %
well taps | 108 | 3.86
multi-input cells | 186 | 57.5
clock buffers | 4 | 1.57
repair buffers | 75 | 19.0
inverters | 62 | 6.65
flip-flops and latches | 16 | 11.4
==> cell usage after synthesis (all sizes together), types with 2 or more instances <==
master,instances,area [µm²]
inv,62,233
fa,43,861
and2,27,174
buf,21,148
ha,19,238
nand2,19,73.8
dfrtp,16,400
nor2,13,48.8
nor2b,9,56.3
and3b,6,53.8
nand3b,6,57.6
xnor2,6,52.6
a22oi,5,37.5
a21oi,4,20.0
or2,4,25.0
clkbuf,2,8.75
nand2b,2,12.5
o21ai,2,10.0
o31a,2,17.5
xor2,2,17.5
==> cell usage in the layout, fill, tap and decap left out, drive strengths merged, types with 2 or more instances in the layout <==
| master | instances |
|---|---|
| and2 | 27 |
| nand2b | 2 |
| nand2 | 19 |
| clkdlybuf4s50 | 32 |
| ha | 19 |
| o21ai | 2 |
| xnor2 | 6 |
| xor2 | 2 |
| o31a | 2 |
| a21oi | 4 |
| and3b | 6 |
| nor2 | 13 |
| a22oi | 5 |
| nor2b | 9 |
| clkbuf | 4 |
| buf | 38 |
| inv | 62 |
| or2 | 4 |
| dlygate4sd2 | 2 |
| dlymetal6s2s | 3 |
| nand3b | 6 |
| fa | 43 |
| dfrtp | 16 |
==> logic make-up (layout without fill, tap and decap cells) <==
logic type | after synthesis | in the layout | synth area share (%)
AOI/OAI and AO/OA | 22 | 22 | 6.54
and+or+nand+nor | 92 | 92 | 20.6
DFF | 16 | 16 | 14.7
buffers and inverters | 85 | 141 | 14.3
adders and majority gates | 63 | 63 | 40.8
muxes | 1 | 1 | 0.368
xor gates and xnor gates | 8 | 8 | 2.58
==> per-stage QoR <==
step | utilization, % | std cells | setup TNS [ns] | worst slack [ns] | area, µm²
6_report | 39.9 | 451 | 0 | 0.239 | 3500
3_5_place_dp | 38.4 | 447 | -1.32 | -0.646 | 3360
2_1_floorplan | - | 287 | 0 | 0.0173 | 2730
3_3_place_gp | 38.4 | 447 | -1.18 | -0.606 | 3360
4_1_cts | 39.4 | 451 | 0 | 0.0196 | 3460
5_1_grt | 39.9 | 451 | -0.00539 | -0.00539 | 3500
==> per-layer routing <==
| layer | up-vias | wire length, µm | global-route usage [%] | share of wire, % |
|---|---|---|---|---|
| met5 | - | 0 | 0 | 0 |
| met4 | 0 | 34 | 1.03 | 0.65 |
| met3 | 2 | 154 | 0.732 | 2.9 |
| met2 | 30 | 2260 | 18.3 | 43 |
| met1 | 935 | 2820 | 21.3 | 54 |
| li1 | 978 | - | - | - |
==> how the worst max path moves through the flow <==
stage,endpoint,startpoint,cells after the start,slack [ns]
global route,inst3.Dout[15]$_DFF_PP0_,A[3],22,-0.005
CTS,inst3.Dout[15]$_DFF_PP0_,A[4],21,0.02
finish,inst3.Dout[15]$_DFF_PP0_,A[3],22,0.24
==> power groups by stage <==
stage	clock, mW	sequential, mW	combinational (mW)
global route	0.0755	0.168	0.517
finish	0.0689	0.160	0.433
CTS	0.0719	0.162	0.442
==> worst max-delay path: cells and delay by family <==
kind	cells	cell delay, ns
fa+ha+maj	11	3.92
mux	1	0.13
compound gates	2	0.40
simple gates	3	0.74
xor+xnor	3	0.40
buf+inv	2	0.70
Power is estimated from default activity; no workload was simulated.
